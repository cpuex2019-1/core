==> ./design.v <==
`default_nettype none
module core(
	input wire rfmode1,
	input wire rfmode2,
	input wire[4:0] rreg1,
	input wire[4:0] rreg2,
	output wire[31:0] reg_out1,
	output wire[31:0] reg_out2,
	input wire wenable,
	input wire wfmode,
	input wire[4:0] wreg,
	input wire[31:0] wdata,
	input wire clk,
	input wire rstn);
	reg[31:0] greg[31:0], freg[31:0];
	assign reg_out1 = wenable && rfmode1 == wfmode && rreg1 == wreg && (~rfmode1 || rreg1 != 5'h0) ? wdata : rfmode1 ? freg[rreg1] : greg[rreg1];
	assign reg_out2 = wenable && rfmode2 == wfmode && rreg2 == wreg && (~rfmode2 || rreg2 != 5'h0) ? wdata : rfmode2 ? freg[rreg2] : greg[rreg2];
	always @(posedge clk) begin
		if(~rstn) begin
		end else begin
			if(wenable) begin
				if(wfmode) begin
					freg[wreg] <= wdata;
				end else begin
					greg[wreg] <= wdata;
				end
			end
		end
		greg[0] <= 32'h0;
	end
endmodule  
`default_nettype wire
module core_wrapper(
	input wire rfmode1,
	input wire rfmode2,
	input wire[4:0] rreg1,
	input wire[4:0] rreg2,
	output wire[31:0] reg_out1,
	output wire[31:0] reg_out2,
	input wire wenable,
	input wire wfmode,
	input wire[4:0] wreg,
	input wire[31:0] wdata,
	input wire clk,
	input wire rstn);
	core ucore(rfmode1, rfmode2, rreg1, rreg2, reg_out1, reg_out2, wenable, wfmode, wreg, wdata, clk, rstn);
endmodule
==> ./run.sh <==
#!/bin/bash
# OpenROAD 26Q1-2900-gdf79404cd8, Yosys 0.63+post, stock flow scripts
make -C /OpenROAD-flow-scripts/flow DESIGN_CONFIG=/design/flow/config.mk WORK_HOME=/design/flow/orfs finish
==> ./config.mk <==
export PLATFORM = sky130hd
export DESIGN_NAME = core_wrapper
export DESIGN_NICKNAME = core_wrapper
export VERILOG_FILES = /design/flow/design.v
export SDC_FILE = /design/flow/constraint.sdc
export NUM_CORES = 4
export LEC_CHECK = 1
export CORE_UTILIZATION = 30
==> ./constraint.sdc <==
current_design core_wrapper

set clk_period 42.6
set clk_io_pct 0.2

create_clock -name clk0 -period $clk_period [get_ports {clk}]

set non_clock_inputs [all_inputs -no_clocks]
set_input_delay [expr $clk_period * $clk_io_pct] -clock clk0 $non_clock_inputs
set_output_delay [expr $clk_period * $clk_io_pct] -clock clk0 [all_outputs]
==> impl_metrics.env <==
# physical design summary
export IMPL_boundaryPins=117
export IMPL_routed_via_count=55436
export IMPL_synth_main_ff_cell="sky130_fd_sc_hd__edfxtp_1"
export IMPL_yosys_stat_cells=5037
export IMPL_synth_avg_cell_area_um2=18.8
export IMPL_hp_start="wdata[27]"
export IMPL_antenna_violations_before_repair=20
export IMPL_fmaxAchievable_mhz=43.0
export IMPL_vias_in_the_first_global_route=60828
export IMPL_synth_cell_types=56
export IMPL_irDropWorstVdd_mv=0.0329
export IMPL_rows=205
export IMPL_grt_setup_unrepaired="no"
export IMPL_htree_levels=4
export IMPL_io_buffer_count=116
export IMPL_finalMaxSlewViolations=0
export IMPL_final_period_demand_of_the_worst_path_ns=23.23
export IMPL_leakage_nw=33.8
export IMPL_part_of_the_yosys_area_used_for_sequential_elements_pct=64.0
export IMPL_cpPeakStageDelay_ns=0.67
export IMPL_routed_wire_length_per_instance_um=35.3
export IMPL_critical_path_startpoint="rreg2[0]"
export IMPL_drc_errors=0
export IMPL_via_per_inst=5.81
export IMPL_cts_inserted_buffers=200
export IMPL_ys_ff=2016
export IMPL_die_h_um=563
export IMPL_tool_warnings=26
export IMPL_drt_iter0_markers=4046
export IMPL_detail_route_first_pass_iterations=8
export IMPL_outcome="finished clean"
export IMPL_worst_slew_pin_transition_ns=1.10
export IMPL_drive_above_1_share_pct=30.2
export IMPL_end_kind="output port"
export IMPL_crit_path_frequent_cell="sky130_fd_sc_hd__buf_4"
export IMPL_synth_area_top_cells="sky130_fd_sc_hd__edfxtp_1 64%, sky130_fd_sc_hd__mux4_2 20%, sky130_fd_sc_hd__mux2i_1 5.0%"
export IMPL_most_frequent_logic_cell_in_the_layout="sky130_fd_sc_hd__edfxtp_1"
export IMPL_pin_count_of_the_biggest_net_entering_global_routing=89
export IMPL_worstPathMaxFanout=68
export IMPL_floorplan_core_util_pct=30.2
export IMPL_clkSlewWorstSetupHoldPaths_ns=0.06
export IMPL_tritoncts="done"
export IMPL_dpl_hpwl_mm=207
export IMPL_worstPathCellList="buf_8 > buf_4 > buf_12 > buf_4 > buf_4 > buf_4 > buf_4 > mux4_2 > o22ai_1 > nor4_2 > buf_4 > buf_4 > a221o_1 > clkdlybuf4s50_1"
export IMPL_routed_wl_mm=337
export IMPL_track_usage_pct=22.7
export IMPL_timing_setup_critical_path_class="in -> out"
export IMPL_cts_root_to_sink_buffers=4
export IMPL_first_pass_grt_wire_length_mm=467
export IMPL_fin_total_pwr_w=0.00437
export IMPL_max_slew_margin_rel_pct=26.8
export IMPL_hold_viol_final=0
export IMPL_timing_final_crit_share_pct=54.5
export IMPL_synth_async_sr_flop_share_pct=0
export IMPL_area_growth_syn_to_layout_pct=13.9
export IMPL_setup_fix_bufs_post_cts=0
export IMPL_floorplan_core_area_um2=313000
export IMPL_yosys_area_top_type_share_pct=64.0
export IMPL_floorplan_die_area_um2=317000
export IMPL_critPathLaunchType="input pin"
export IMPL_remaining_number_of_nets_flagged_by_the_antenna_check_after_routing=0
export IMPL_numClockSinks=2016
export IMPL_crit_arrival_ns=14.71
export IMPL_hold_path_class="in -> reg"
export IMPL_totalNegativeSetupSlack_ns=0
export IMPL_global_placer_s_final_weighted_congestion=0.931
export IMPL_crit_slowest_cell="sky130_fd_sc_hd__buf_4"
export IMPL_final_setup_viol_count=0
export IMPL_cts_hold_fix_buffers=0
export IMPL_synthCells=5037
export IMPL_layout_top_cells_excl_fill_tap="2,016 x sky130_fd_sc_hd__edfxtp_1, 821 x sky130_fd_sc_hd__mux4_2, 472 x sky130_fd_sc_hd__mux2i_1"
export IMPL_gr_total_overflow=0
export IMPL_clock_tree_root_cell="sky130_fd_sc_hd__clkbuf_16"
export IMPL_required_ns=34.08
export IMPL_power_density_nw_per_um2=40.5
export IMPL_syn_cell_area_um2=94600
export IMPL_synth_largest_area_cell="sky130_fd_sc_hd__edfxtp_1"
export IMPL_yosys_stat_area_um2=94600
export IMPL_chipWidth_um=563
export IMPL_yosys_warnings=1
export IMPL_synth_edff_count=2016
export IMPL_drv_cap=0
export IMPL_number_of_resized_instances_in_the_post_cts_repair_step=0
cell usage after synthesis, drive strengths merged (8+ instances only):
library cell and n:
a21oi 93, a31oi 33, o211ai 27, a211oi 34, mux4 821, nor2 146, o221ai 40, nor4 14
and2 8, mux2i 472, o22ai 54, nand3 35, a311oi 13, nand2 136, nand4 9, clkbuf 148
a22o 11, nor2b 42, nand2b 21, a22oi 175, a221oi 84, edfxtp 2016, o21ai 118, mux2 103
a221o 34, buf 267, nor3 25
kinds of logic after synthesis:
| family | count (synthesis) | synth area share [%] |
|---|---|---|
| multiplexers | 1396 | 25.8 |
| flip-flops | 2016 | 64.0 |
| AND-OR/OR-AND | 742 | 5.55 |
| XOR/XNOR | 10 | 0.0926 |
| buffers and inverters | 418 | 2.36 |
| AND/OR/NAND/NOR | 455 | 2.20 |
layout make-up:
class / instances / area, um^2
flip-flops and latches: 2016 / 60500
repair buffers: 415 / 3360
well taps: 4140 / 5180
clock inverters: 107 / 1060
clock buffers: 242 / 5160
inverters: 3 / 16.3
multi-input cells: 2603 / 32400
fillers: 28540 / 205000
diodes: 11 / 27.5
critical path: cells and delay by family:
| kind | cells | cell delay (ns) |
|---|---|---|
| mux | 1 | 0.33 |
| compound gates | 2 | 0.41 |
| buf+inv | 10 | 4.67 |
| simple gates | 1 | 0.59 |
registers in the layout (all words and copies together), names as in the netlist:
| signal | flops |
|---|---|
| ucore.greg | 992 |
| ucore.freg | 1024 |
through the flow:
stage | cell area, um^2 | setup WS [ns] | utilization, % | std cells | hold slack, ns
after global placement | 101000 | 18.07 | 32.4 | 9175 | 8.83
after global routing | 108000 | 18.96 | 34.5 | 9532 | 7.94
after detailed placement | 101000 | 19.22 | 32.5 | 9177 | 8.83
after floorplan | 94600 | 23.79 | - | 5037 | 8.62
after CTS | 108000 | 19.20 | 34.4 | 9526 | 7.93
final | 108000 | 19.37 | 34.5 | 9537 | 7.97
final timing paths:
check | slack, ns | endpoint | cells past startpoint
max | 19.37 | reg_out2[23] | 14
min | 7.97 | ucore.freg[16][27] | 1
where the power goes:
group          switching, W  internal [W]
clock network      0.000763      0.000980
logic              0.000274      0.000157
registers        0.00000303       0.00219
layer usage:
layer  part of all wire [%]  vias to the layer above  wire length (um)  track usage, %
met3                     16                      966             53700            16.0
met1                     29                    28092             96400            21.9
met5                   0.14                        -               480            1.10
met4                    9.4                       24             31800            16.1
met2                     46                     4284            154000            33.6
li1                       -                    22070                 -               -
Power and IR drop assume default switching activity.
